==> /design/flow/design.v <==
module bcd_shl_1
(	
	input wire CLK,
	input wire RST,
	input wire       ADD1,
	output reg [3:0] DAT,
	output wire       OVERFLOW
);		
reg r;
always @(posedge CLK or posedge RST)
if (RST) begin
	DAT <= 0;		
end else begin	
	DAT <= 
		(DAT==0) ? {3'd0, ADD1} :  
		(DAT==1) ? {3'd1, ADD1} :  
		(DAT==2) ? {3'd2, ADD1} :  
		(DAT==3) ? {3'd3, ADD1} :  
		(DAT==4) ? {3'd4, ADD1} :  
		(DAT==5) ? {3'd0, ADD1} :  
		(DAT==6) ? {3'd1, ADD1} :  
		(DAT==7) ? {3'd2, ADD1} :  
		(DAT==8) ? {3'd3, ADD1} :  
		(DAT==9) ? {3'd4, ADD1} :  
		{3'd7, ADD1};	  
end	
assign OVERFLOW = ((DAT>=0) && (DAT<=4)) ? 1'b0 : 1'b1;
endmodule
module bin_to_bcd
( 
input wire CLK,
input wire RST,
input wire  [31:0] I_DAT, 
input wire         I_STB,
output wire [39:0] O_DAT, 
output wire        O_STB
);	
reg [31:0] bin;
reg [32:0] bst;
always @(posedge CLK or posedge RST)
if (RST) begin
	bin <= 0;  
	bst <= 0;
end else begin	
	if (I_STB) 		 
	begin
		bin <= I_DAT;
		bst <= 1;
	end else begin	 
		bin <= (bin<<1);
		bst <= (bst<<1);
	end
end	   
wire [3:0] bcd9,bcd8,bcd7,bcd6,bcd5,bcd4,bcd3,bcd2,bcd1,bcd0;
wire [9:0] ovr;
bcd_shl_1 b0 (.CLK(CLK), .RST(RST), .ADD1(bin[31]), .DAT(bcd0), .OVERFLOW(ovr[0]) );
bcd_shl_1 b1 (.CLK(CLK), .RST(RST), .ADD1(ovr[0]), . DAT(bcd1), .OVERFLOW(ovr[1]) );
bcd_shl_1 b2 (.CLK(CLK), .RST(RST), .ADD1(ovr[1]), . DAT(bcd2), .OVERFLOW(ovr[2]) );
bcd_shl_1 b3 (.CLK(CLK), .RST(RST), .ADD1(ovr[2]), . DAT(bcd3), .OVERFLOW(ovr[3]) );
bcd_shl_1 b4 (.CLK(CLK), .RST(RST), .ADD1(ovr[3]), . DAT(bcd4), .OVERFLOW(ovr[4]) );
bcd_shl_1 b5 (.CLK(CLK), .RST(RST), .ADD1(ovr[4]), . DAT(bcd5), .OVERFLOW(ovr[5]) );
bcd_shl_1 b6 (.CLK(CLK), .RST(RST), .ADD1(ovr[5]), . DAT(bcd6), .OVERFLOW(ovr[6]) );
bcd_shl_1 b7 (.CLK(CLK), .RST(RST), .ADD1(ovr[6]), . DAT(bcd7), .OVERFLOW(ovr[7]) );
bcd_shl_1 b8 (.CLK(CLK), .RST(RST), .ADD1(ovr[7]), . DAT(bcd8), .OVERFLOW(ovr[8]) );
bcd_shl_1 b9 (.CLK(CLK), .RST(RST), .ADD1(ovr[8]), . DAT(bcd9), .OVERFLOW(ovr[9]) );
assign O_DAT = {bcd9,bcd8,bcd7,bcd6,bcd5,bcd4,bcd3,bcd2,bcd1,bcd0};
assign O_STB = bst[32];
endmodule
==> /design/flow/run.sh <==
#!/bin/bash
# OpenROAD 26Q1-2900-gdf79404cd8, Yosys 0.63+post, stock flow scripts
make -C /OpenROAD-flow-scripts/flow DESIGN_CONFIG=/design/flow/config.mk WORK_HOME=/design/flow/orfs finish
==> /design/flow/config.mk <==
export PLATFORM = sky130hd
export DESIGN_NAME = bin_to_bcd
export DESIGN_NICKNAME = bin_to_bcd
export VERILOG_FILES = /design/flow/design.v
export SDC_FILE = /design/flow/constraint.sdc
export NUM_CORES = 4
export LEC_CHECK = 1
export CORE_UTILIZATION = 50
==> /design/flow/constraint.sdc <==
current_design bin_to_bcd

set clk_period 2.0
set clk_io_pct 0.2

create_clock -name clk0 -period $clk_period [get_ports {CLK}]

set non_clock_inputs [all_inputs -no_clocks]
set_input_delay [expr $clk_period * $clk_io_pct] -clock clk0 $non_clock_inputs
set_output_delay [expr $clk_period * $clk_io_pct] -clock clk0 [all_outputs]
==> run_summary.xml <==
<?xml version="1.0" encoding="UTF-8"?>
<metrics>
  <group name="sta">
    <metric name="final-setup-viol-count" unit="">0</metric>
    <metric name="highest_clock_rate" unit="GHz">0.568</metric>
    <metric name="grt_setup_unrepaired" unit="">no</metric>
    <metric name="timing.final.ws_setup" unit="ns">0.240</metric>
    <metric name="tightestPinTransition" unit="ns">0.425</metric>
    <metric name="fin_hold_ws" unit="ns">0.366</metric>
    <metric name="final_critical_path_share_of_the_clock_period" unit="%">88.0</metric>
    <metric name="final-max-slew-violation-count" unit="">0</metric>
    <metric name="worst_setup_skew_after_layout" unit="ns">0.0126</metric>
    <metric name="period_needed" unit="ns">1.76</metric>
    <metric name="final_hold_viol_count" unit="">0</metric>
    <metric name="fin_setup_tns" unit="ns">0</metric>
    <metric name="relSlewSlack" unit="%">71.6</metric>
  </group>
  <group name="grt">
    <metric name="number_of_global_route_vias_before_repair" unit="">2220</metric>
    <metric name="grt_first_pass_wirelength" unit="microns">10800</metric>
    <metric name="grt_overflow_total" unit="">0</metric>
    <metric name="gr-usage-all-layers" unit="%">16.5</metric>
    <metric name="antenna_found_initial" unit="">0</metric>
    <metric name="largest_net_degree_at_the_start_of_global_routing" unit="">71</metric>
  </group>
  <group name="yosys">
    <metric name="postSynth.asyncResetShare" unit="%">100</metric>
    <metric name="synth.yosys.warnings" unit="">2</metric>
    <metric name="edf_count" unit="">0</metric>
    <metric name="yosys.cell_types.count" unit="">22</metric>
    <metric name="yosys.stat.seqShare" unit="%">63.6</metric>
    <metric name="synth.top_cells.by_count" unit="">sky130_fd_sc_hd__dfrtp_1 (105), sky130_fd_sc_hd__nor2b_1 (38), sky130_fd_sc_hd__mux2_4 (27)</metric>
    <metric name="dominantRegCellSynth" unit="">sky130_fd_sc_hd__dfrtp_1</metric>
    <metric name="synth_top_cell_by_count" unit="">sky130_fd_sc_hd__dfrtp_1</metric>
    <metric name="top_area_share" unit="%">63.6</metric>
    <metric name="synth.cell_area" unit="sq um">4130</metric>
    <metric name="synth-area-yosys" unit="sq um">4130</metric>
    <metric name="synth_stat.cells" unit="">298</metric>
    <metric name="synth.ff_latch_count" unit="">105</metric>
    <metric name="synth_area_leader_cell" unit="">sky130_fd_sc_hd__dfrtp_1</metric>
    <metric name="synth_area_per_cell" unit="sq um">13.9</metric>
    <metric name="syn_inst" unit="">298</metric>
    <metric name="synth.top_cells.by_area" unit="">sky130_fd_sc_hd__dfrtp_1 (64%), sky130_fd_sc_hd__mux2_4 (9.8%), sky130_fd_sc_hd__nor2b_1 (5.8%)</metric>
  </group>
  <group name="finish">
    <metric name="registers.top_by_ff_count" unit="">bst</metric>
    <metric name="largest_register_ffs" unit="">33</metric>
    <metric name="nFillCells" unit="">584</metric>
    <metric name="layout-drive-gt1-share" unit="%">17.8</metric>
    <metric name="area_delta_synth_final" unit="%">25.6</metric>
    <metric name="largest_registers" unit="">bst x33, bin x32</metric>
    <metric name="regArea" unit="sq um">2630</metric>
    <metric name="mi_logic_area" unit="sq um">1420</metric>
  </group>
  <group name="drt">
    <metric name="detailedRoute.firstIterationViolations" unit="">82</metric>
    <metric name="ant_nets" unit="">0</metric>
    <metric name="drt_first_pass_iters" unit="">4</metric>
    <metric name="routed_via_density" unit="">4.82</metric>
    <metric name="remaining_drc_errors" unit="">0</metric>
    <metric name="num_vias" unit="">2355</metric>
    <metric name="antenna_cells_inserted" unit="">0</metric>
    <metric name="drt-total-wl" unit="microns">6270</metric>
    <metric name="wire_per_inst" unit="microns">12.8</metric>
  </group>
  <group name="die">
    <metric name="die-area" unit="sq um">8640</metric>
    <metric name="floorplan.core_util" unit="%">52.7</metric>
    <metric name="rows" unit="">32</metric>
    <metric name="die_width" unit="microns">92.9</metric>
    <metric name="design.core.area" unit="sq um">7850</metric>
    <metric name="die_h" unit="microns">92.9</metric>
    <metric name="pin_count" unit="">76</metric>
  </group>
  <group name="power">
    <metric name="powerDensity" unit="nW/um^2">1140</metric>
    <metric name="fin_total_pwr" unit="uW">5920</metric>
    <metric name="power_leakage" unit="uW">0.00225</metric>
    <metric name="peakVddDrop" unit="V">0.000533</metric>
  </group>
  <group name="cts">
    <metric name="cts.path.max_buffers" unit="">2</metric>
    <metric name="clock_tree.htree_level_count" unit="">3</metric>
    <metric name="clkLatencyLatePin" unit="ns">0.36</metric>
    <metric name="ctsResizeCount" unit="">0</metric>
    <metric name="post-cts-setup-buffers" unit="">0</metric>
    <metric name="numClockSinks" unit="">105</metric>
    <metric name="numCtsBuffers" unit="">9</metric>
    <metric name="cts_root_buf" unit="">sky130_fd_sc_hd__clkbuf_8</metric>
    <metric name="clk_pin_slew_worst_paths" unit="ns">0.10</metric>
    <metric name="cts_tree" unit="">built</metric>
    <metric name="cts.hold.buffers_added" unit="">0</metric>
  </group>
  <group name="run_status">
    <metric name="run_status" unit="">finished, final reports clean</metric>
  </group>
  <group name="critical_path">
    <metric name="critical_path.startpoint_type" unit="">flip-flop</metric>
    <metric name="crit_family" unit="">buffers and inverters</metric>
    <metric name="crit_path_category" unit="">flip-flop to output port</metric>
    <metric name="critical_path_arrival" unit="ns">1.36</metric>
    <metric name="worst_ep_required_time" unit="ns">1.60</metric>
    <metric name="cpPeakStageDelay" unit="ns">0.51</metric>
    <metric name="worstSetupEndpointType" unit="">output port</metric>
    <metric name="crit_chain" unit="">clkdlybuf4s50_1</metric>
    <metric name="cell_with_the_largest_stage_delay_on_the_worst_path" unit="">sky130_fd_sc_hd__clkdlybuf4s50_1</metric>
    <metric name="crit_path_max_fanout" unit="">8</metric>
    <metric name="timing.critical_path.buf_inv" unit="">1</metric>
  </group>
  <group name="placement">
    <metric name="gp_congestion" unit="">0.747</metric>
    <metric name="hpwlAfterDp" unit="microns">3910</metric>
    <metric name="numPortBuffers" unit="">75</metric>
    <metric name="dpl_worst_slack" unit="ns">0.579</metric>
  </group>
  <group name="run">
    <metric name="warning_count" unit="">26</metric>
    <metric name="maxCapViolations" unit="">0</metric>
  </group>
  <group name="min_path">
    <metric name="hold_path_class" unit="">flip-flop to flip-flop</metric>
  </group>
</metrics>
placed cells by master (no fill, tap or decap), drive strengths merged:
| master | netlist | layout |
|---|---|---|
| nand2b | 17 | 17 |
| a21oi | 23 | 23 |
| nor2b | 38 | 38 |
| clkinv | 0 | 3 |
| a22oi | 1 | 1 |
| buf | 7 | 6 |
| clkdlybuf4s50 | 0 | 74 |
| nor3 | 6 | 6 |
| inv | 3 | 5 |
| dfrtp | 105 | 105 |
| clkbuf | 0 | 9 |
| mux2 | 40 | 40 |
| and4bb | 3 | 3 |
| nor3b | 4 | 4 |
| nand2 | 1 | 1 |
| o21ai | 11 | 11 |
| and2 | 1 | 1 |
| xor2 | 9 | 9 |
| o22a | 6 | 6 |
| nand3b | 1 | 1 |
| nor2 | 22 | 22 |
| clkinvlp | 0 | 2 |
worst reg2reg max path, stage by stage, from the launching register on:
cell,delay (ns)
sky130_fd_sc_hd__dfrtp_1,0.48
sky130_fd_sc_hd__nor2_1,0.13
sky130_fd_sc_hd__mux2_2,0.33
worst paths after layout:
kind / slack [ns] / from / end / cells after the start
worst max-delay path: 0.24 / b6.DAT[0]$_DFF_PP0_ / O_DAT[24] / 1
worst max register to register: 0.95 / b6.DAT[0]$_DFF_PP0_ / b6.DAT[3]$_DFF_PP0_ / 2
worst min register to register: 0.37 / bin[31]$_DFF_PP0_ / b0.DAT[0]$_DFF_PP0_ / 0
min in group asynchronous: 0.49 / RST / bin[28]$_DFF_PP0_ / 3
worst min-delay path: 0.37 / bin[31]$_DFF_PP0_ / b0.DAT[0]$_DFF_PP0_ / 0
max in group asynchronous: 1.15 / RST / b4.DAT[3]$_DFF_PP0_ / 3
through the flow:
stage	instance area [sq um]	std cells	util, %
after floorplan	4140	298	-
after global placement	5000	473	63.7
after detailed placement	5000	473	63.7
after CTS	5190	489	66.2
after global routing	5190	489	66.2
final	5190	489	66.2
final cells by class:
cell class                      instances  share of cell area, %
Sequential cell                       105                   50.6
Multi-Input combinational cell        183                   27.3
Timing Repair Buffer                   80                   15.6
Tap cell                              102                   2.46
Clock buffer                            9                   2.39
Clock inverter                          7                   1.40
Inverter                                3                  0.289
per-layer routing:
layer / track usage, % / up-vias / part of all wire [%] / routed length, microns
met2: 22.6 / 53 / 43 / 2720
met1: 29.4 / 1123 / 50 / 3160
met4: 1.67 / 0 / 0.86 / 54
li1: - / 1175 / - / -
met3: 4.34 / 4 / 5.4 / 338
met5: 0 / - / 0 / 0
where the power goes:
part | internal [uW] | switching [uW]
registers | 2530 | 535
clock network | 490 | 771
logic | 1170 | 425
total | 4190 | 1730
cell families (layout without fill, tap and decap cells):
group,after synthesis,after routing,synth area share [%]
DFF,105,105,63.6
AOI/OAI and AO/OA,41,41,5.57
muxes,40,40,13.3
buffers and inverters,10,99,2.15
xor gates and xnor gates,9,9,1.91
and+or+nand+nor,93,93,13.5
Power is estimated from default activity; no workload was simulated.
